===== run.sh =====
#!/bin/bash
# OpenROAD 26Q1-2900-gdf79404cd8, Yosys 0.63+post, stock flow scripts
make -C /OpenROAD-flow-scripts/flow DESIGN_CONFIG=/design/flow/config.mk WORK_HOME=/design/flow/orfs finish

===== config.mk =====
export PLATFORM = sky130hd
export DESIGN_NAME = array_logic
export DESIGN_NICKNAME = array_logic
export VERILOG_FILES = /design/flow/design.v
export SDC_FILE = /design/flow/constraint.sdc
export NUM_CORES = 4
export LEC_CHECK = 1
export CORE_AREA = 10 10 189 189
export DIE_AREA = 0 0 199 199

===== constraint.sdc =====
current_design array_logic

set clk_period 3.6
set clk_io_pct 0.2

create_clock -name clk0 -period $clk_period [get_ports {clk_inv}]

set non_clock_inputs [all_inputs -no_clocks]
set_input_delay [expr $clk_period * $clk_io_pct] -clock clk0 $non_clock_inputs
set_output_delay [expr $clk_period * $clk_io_pct] -clock clk0 [all_outputs]

===== design.v =====
module array_logic ( 
    input         clk_inv,
    input         rst_n,
    input         mac_en,
    input  [7:0]  col_mux,
    input  [15:0] data_in,
    input  [7:0]  bank0,  bank1,  bank2,  bank3,
                  bank4,  bank5,  bank6,  bank7,
                  bank8,  bank9,  bank10, bank11,
                  bank12, bank13, bank14, bank15,
    output [7:0]  add0,  add1,  add2,  add3,
                  add4,  add5,  add6,  add7,
                  add8,  add9,  add10, add11,
                  add12, add13, add14, add15
);	
    wire        mac_en_neg;
    wire [7:0]  col_mux_neg;
    wire [15:0] data_in_neg;
    wire [7:0]  bank0_neg;
    wire [7:0]  bank1_neg;
    wire [7:0]  bank2_neg;
    wire [7:0]  bank3_neg;
    wire [7:0]  bank4_neg;
    wire [7:0]  bank5_neg;
    wire [7:0]  bank6_neg;
    wire [7:0]  bank7_neg;
    wire [7:0]  bank8_neg;
    wire [7:0]  bank9_neg;
    wire [7:0]  bank10_neg;
    wire [7:0]  bank11_neg;
    wire [7:0]  bank12_neg;
    wire [7:0]  bank13_neg;
    wire [7:0]  bank14_neg;
    wire [7:0]  bank15_neg;
    sync_to_negedge u_sync (
    .clk_inv       (clk_inv),          
    .rst_n         (rst_n),            
    .mac_en        (mac_en),           
    .col_mux       (col_mux),          
    .data_in       (data_in),         
    .bank0         (bank0),
    .bank1         (bank1),
    .bank2         (bank2),
    .bank3         (bank3),
    .bank4         (bank4),
    .bank5         (bank5),
    .bank6         (bank6),
    .bank7         (bank7),
    .bank8         (bank8),
    .bank9         (bank9),
    .bank10        (bank10),
    .bank11        (bank11),
    .bank12        (bank12),
    .bank13        (bank13),
    .bank14        (bank14),
    .bank15        (bank15),
    .mac_en_neg    (mac_en_neg),       
    .col_mux_neg   (col_mux_neg),      
    .data_in_neg   (data_in_neg),      
    .bank0_neg     (bank0_neg),
    .bank1_neg     (bank1_neg),
    .bank2_neg     (bank2_neg),
    .bank3_neg     (bank3_neg),
    .bank4_neg     (bank4_neg),
    .bank5_neg     (bank5_neg),
    .bank6_neg     (bank6_neg),
    .bank7_neg     (bank7_neg),
    .bank8_neg     (bank8_neg),
    .bank9_neg     (bank9_neg),
    .bank10_neg    (bank10_neg),
    .bank11_neg    (bank11_neg),
    .bank12_neg    (bank12_neg),
    .bank13_neg    (bank13_neg),
    .bank14_neg    (bank14_neg),
    .bank15_neg    (bank15_neg)
);
    wire [15:0] match;
    assign match[0]  = |(bank0_neg  & col_mux_neg);
    assign match[1]  = |(bank1_neg  & col_mux_neg);
    assign match[2]  = |(bank2_neg  & col_mux_neg);
    assign match[3]  = |(bank3_neg  & col_mux_neg);
    assign match[4]  = |(bank4_neg  & col_mux_neg);
    assign match[5]  = |(bank5_neg  & col_mux_neg);
    assign match[6]  = |(bank6_neg  & col_mux_neg);
    assign match[7]  = |(bank7_neg  & col_mux_neg);
    assign match[8]  = |(bank8_neg  & col_mux_neg);
    assign match[9]  = |(bank9_neg  & col_mux_neg);
    assign match[10] = |(bank10_neg & col_mux_neg);
    assign match[11] = |(bank11_neg & col_mux_neg);
    assign match[12] = |(bank12_neg & col_mux_neg);
    assign match[13] = |(bank13_neg & col_mux_neg);
    assign match[14] = |(bank14_neg & col_mux_neg);
    assign match[15] = |(bank15_neg & col_mux_neg);
    assign add0  = mac_en_neg ? (bank0_neg  & {8{data_in_neg[0]}})  : {7'd0,{match[0]}};
    assign add1  = mac_en_neg ? (bank1_neg  & {8{data_in_neg[1]}})  : {7'd0,{match[1]}};
    assign add2  = mac_en_neg ? (bank2_neg  & {8{data_in_neg[2]}})  : {7'd0,{match[2]}};
    assign add3  = mac_en_neg ? (bank3_neg  & {8{data_in_neg[3]}})  : {7'd0,{match[3]}};
    assign add4  = mac_en_neg ? (bank4_neg  & {8{data_in_neg[4]}})  : {7'd0,{match[4]}};
    assign add5  = mac_en_neg ? (bank5_neg  & {8{data_in_neg[5]}})  : {7'd0,{match[5]}};
    assign add6  = mac_en_neg ? (bank6_neg  & {8{data_in_neg[6]}})  : {7'd0,{match[6]}};
    assign add7  = mac_en_neg ? (bank7_neg  & {8{data_in_neg[7]}})  : {7'd0,{match[7]}};
    assign add8  = mac_en_neg ? (bank8_neg  & {8{data_in_neg[8]}})  : {7'd0,{match[8]}};
    assign add9  = mac_en_neg ? (bank9_neg  & {8{data_in_neg[9]}})  : {7'd0,{match[9]}};
    assign add10 = mac_en_neg ? (bank10_neg & {8{data_in_neg[10]}}) : {7'd0,{match[10]}};
    assign add11 = mac_en_neg ? (bank11_neg & {8{data_in_neg[11]}}) : {7'd0,{match[11]}};
    assign add12 = mac_en_neg ? (bank12_neg & {8{data_in_neg[12]}}) : {7'd0,{match[12]}};
    assign add13 = mac_en_neg ? (bank13_neg & {8{data_in_neg[13]}}) : {7'd0,{match[13]}};
    assign add14 = mac_en_neg ? (bank14_neg & {8{data_in_neg[14]}}) : {7'd0,{match[14]}};
    assign add15 = mac_en_neg ? (bank15_neg & {8{data_in_neg[15]}}) : {7'd0,{match[15]}};
endmodule
module sync_to_negedge (
    input             clk_inv,
    input             rst_n,
    input             mac_en,
    input      [7:0]  col_mux,
    input      [15:0] data_in,
    input      [7:0]  bank0,  bank1,  bank2,  bank3,
                      bank4,  bank5,  bank6,  bank7,
                      bank8,  bank9,  bank10, bank11,
                      bank12, bank13, bank14, bank15,
    output reg        mac_en_neg,
    output reg [15:0] data_in_neg,
    output reg [7:0]  col_mux_neg,
    output reg [7:0]  bank0_neg,  bank1_neg,  bank2_neg,  bank3_neg,
                      bank4_neg,  bank5_neg,  bank6_neg,  bank7_neg,
                      bank8_neg,  bank9_neg,  bank10_neg, bank11_neg,
                      bank12_neg, bank13_neg, bank14_neg, bank15_neg
);
    always @(posedge clk_inv or negedge rst_n) begin
        if (!rst_n) begin
            mac_en_neg  <= 1'b1;
            data_in_neg <= 16'b0000_0000_0000_0000;
            col_mux_neg <= 8'b0000_0000;
            bank0_neg   <= 8'b0000_0000;
            bank1_neg   <= 8'b0000_0000;
            bank2_neg   <= 8'b0000_0000;
            bank3_neg   <= 8'b0000_0000;
            bank4_neg   <= 8'b0000_0000;
            bank5_neg   <= 8'b0000_0000;
            bank6_neg   <= 8'b0000_0000;
            bank7_neg   <= 8'b0000_0000;
            bank8_neg   <= 8'b0000_0000;
            bank9_neg   <= 8'b0000_0000;
            bank10_neg  <= 8'b0000_0000;
            bank11_neg  <= 8'b0000_0000;
            bank12_neg  <= 8'b0000_0000;
            bank13_neg  <= 8'b0000_0000;
            bank14_neg  <= 8'b0000_0000;
            bank15_neg  <= 8'b0000_0000;
        end
        else begin
            mac_en_neg  <= mac_en;
            data_in_neg <= data_in;
            col_mux_neg <= col_mux;
            bank0_neg   <= bank0;
            bank1_neg   <= bank1;
            bank2_neg   <= bank2;
            bank3_neg   <= bank3;
            bank4_neg   <= bank4;
            bank5_neg   <= bank5;
            bank6_neg   <= bank6;
            bank7_neg   <= bank7;
            bank8_neg   <= bank8;
            bank9_neg   <= bank9;
            bank10_neg  <= bank10;
            bank11_neg  <= bank11;
            bank12_neg  <= bank12;
            bank13_neg  <= bank13;
            bank14_neg  <= bank14;
            bank15_neg  <= bank15;
        end
    end
endmodule

==> out/results.txt <==
number of I/O pins: 283
max cap viols: 0
DP HPWL: 18100 um
minimum clock period after layout: 3.25 ns
RD Place Congestion: 0.842
FP Core Util: 0.173
setup TNS: 0 ns
vias: 4504
Final WS setup: 0.354 ns
Setup Buffers After CTS: 0
# fillers: 3204
CTS Buffer Depth: 2
fin. max-slew vios: 0
Worst-Margin Slew: 0.644 ns
Crit path arrival time: 2.53 ns
PwrDens: 450 mW/mm^2
Root Driver: clkbuf_16
TritonCTS Buffers: 17
Routed WL per cell: 21.6 um
Die X: 199 um
hold slack: 0.243 ns
outcome: finished, final reports clean
global-route wire length before repair: 33800 um
worst slack at placement: 0.789 ns
Layout Cells excl Fill: 1109
DRC: 0
number of global-route vias before repair: 4881
Max Clock Freq: 0.308 GHz
Post-synth regs: 153
Yosys chip area: 0.00546 sq mm
gr usage total: 0.120
total tool warning count: 28
Leak: 4.13 nW
CP Capture Type: output pin
layout cells sized above 1: 0.0666
Die Area: 0.0396 sq mm
grt ovf: 0
Mapped Cells: 407
number of port buffers: 282
most instantiated logic cell after routing: clkdlybuf4s50_1
Clock transition at path regs: 0.07 ns
CTS tree: done
most common logic cells in the final layout: clkdlybuf4s50_1 (281), dfrtp_1 (152), and3_1 (128), a22oi_1 (32), o21ai_0 (22)
DR vias/cell: 4.06
period utilisation layout: 0.902
placed cells: 1077
startpoint types: register
placed instance area: 0.00877 sq mm
WL final: 24000 um
Tot Pwr: 4.21 mW
Min-Delay Path Class: in2async
drt first-iter violations: 205
Max-slew headroom: 0.571
htree depth: 4
required time at the worst-slack endpoint: 2.88 ns
final setup vio count: 0
CTS hold repair buffers: 0
critical path class: reg2out
Util after Layout: 0.297
Final Hold Vio Count: 0
CTS resizes: 0
yosys cell count: 407
Synth Seq Share: 0.702
Worst path max stage delay: 0.83 ns
largest net degree at the start of global routing: 107
Sinks on Clock Net: 153
Final Cell Area: 0.00936 sq mm
RSZ-0062 raised after global routing: no
area delta synth->final: 71.6%
unique cell type count in the Yosys netlist: 15
Worst IR Drop VDD: 0.328 mV
Syn Std Cell Area: 0.00546 sq mm
row count: 65
worst-path cell chain: buf_12 > and2_1 > o21ai_0 > o21ai_1 > clkdlybuf4s50_1
die span in y: 199 um
Syn Area/Cell: 13.4 sq um
CP max FO: 106
initial antenna violation count: 3
synth warn: 1
remaining antenna violation count: 0
CORE AREA: 0.0316 sq mm
critical path's top delay family: buffers and inverters
Pre-Repair DR Iteration Count: 5
CP bufs+invs: 2
Worst path slowest cell: dfstp_4
## per-layer routing
layer | vias to the layer above | track usage | wire, um
met5 | - | 0 | 27
met4 | 4 | 0.0181 | 395
met3 | 22 | 0.0483 | 2160
met2 | 176 | 0.204 | 12200
met1 | 2218 | 0.143 | 9190
li1 | 2084 | - | -
## logic make-up after synthesis
group                  Yosys count  synth area share
flip-flops                     153             0.702
buffers and inverters           29            0.0287
AND/OR/NAND/NOR                145             0.167
AND-OR/OR-AND                   80             0.103
## registers in the layout, indices dropped and copies added (netlist names)
name                flops
u_sync.bank9_neg        8
u_sync.bank8_neg        8
u_sync.bank10_neg       8
u_sync.bank13_neg       8
u_sync.bank14_neg       8
u_sync.bank5_neg        8
u_sync.mac_en_neg       1
u_sync.bank6_neg        8
u_sync.data_in_neg     16
u_sync.bank7_neg        8
u_sync.bank4_neg        8
u_sync.bank2_neg        8
u_sync.bank0_neg        8
u_sync.bank15_neg       8
u_sync.bank11_neg       8
u_sync.bank12_neg       8
u_sync.bank3_neg        8
u_sync.col_mux_neg      8
u_sync.bank1_neg        8
## area by class of cell
cell class	count	area, sq um	area share
antenna	1	2.50	0.000267
clock buffer	20	447	0.0477
clock inverter	11	146	0.0156
multi-input combinational	225	1470	0.157
sequential	153	3830	0.409
tap	402	503	0.0537
timing repair buffer	297	2960	0.316
## Yosys cell counts
library cell | number | area (sq um)
dfrtp_1 | 152 | 3800
and3_1 | 128 | 801
a22oi_1 | 32 | 240
o21ai_0 | 22 | 110
a222oi_1 | 16 | 160
and2_1 | 16 | 100
clkbuf_1 | 14 | 52.6
o21ai_1 | 10 | 50.1
buf_4 | 5 | 37.5
clkbuf_2 | 5 | 25.0
buf_2 | 3 | 15.0
buf_6 | 1 | 11.3
buf_8 | 1 | 15.0
dfstp_2 | 1 | 26.3
nor2b_2 | 1 | 8.76
## path summary, 6_finish.rpt
kind | from | depth (start not counted) | slack, ns | end
max | u_sync.mac_en_neg | 5 | 0.35 | add14[0]
min | rst_n | 1 | 0.24 | u_sync.bank0_neg[5]
max in group asynchronous | rst_n | 2 | 2.56 | u_sync.bank15_neg[0]
min in group clk0 | mac_en | 1 | 0.69 | u_sync.mac_en_neg
## where the power goes
group | internal [mW] | switching (mW)
logic | 0.326 | 0.161
registers | 1.81 | 0.0718
clock network | 1.11 | 0.738
total | 3.24 | 0.971
Power and IR drop assume default switching activity.
