## design/flow/design.v

```verilog
module adder_10bit ( 
	input  [9:0] a,
    input  [9:0] b,
    output [10:0] sum
);
    wire c1, c2, c3, c4, c5, c6, c7, c8, c9;
    adder_1bit fa0 (.a(a[0]), .b(b[0]), .cin(1'b0),   .sum(sum[0]), .cout(c1));
    adder_1bit fa1 (.a(a[1]), .b(b[1]), .cin(c1),     .sum(sum[1]), .cout(c2));
    adder_1bit fa2 (.a(a[2]), .b(b[2]), .cin(c2),     .sum(sum[2]), .cout(c3));
    adder_1bit fa3 (.a(a[3]), .b(b[3]), .cin(c3),     .sum(sum[3]), .cout(c4));
    adder_1bit fa4 (.a(a[4]), .b(b[4]), .cin(c4),     .sum(sum[4]), .cout(c5));
    adder_1bit fa5 (.a(a[5]), .b(b[5]), .cin(c5),     .sum(sum[5]), .cout(c6));
    adder_1bit fa6 (.a(a[6]), .b(b[6]), .cin(c6),     .sum(sum[6]), .cout(c7));
    adder_1bit fa7 (.a(a[7]), .b(b[7]), .cin(c7),     .sum(sum[7]), .cout(c8));
    adder_1bit fa8 (.a(a[8]), .b(b[8]), .cin(c8),     .sum(sum[8]), .cout(c9));
    adder_1bit fa9 (.a(a[9]), .b(b[9]), .cin(c9),     .sum(sum[9]), .cout(sum[10]));
endmodule
module adder_11bit (
    input  [10:0] a,
    input  [10:0] b,
    output [11:0] sum
);
    wire c1, c2, c3, c4, c5, c6, c7, c8, c9, c10;
    adder_1bit fa0  (.a(a[0]),  .b(b[0]),  .cin(1'b0),   .sum(sum[0]),  .cout(c1));
    adder_1bit fa1  (.a(a[1]),  .b(b[1]),  .cin(c1),     .sum(sum[1]),  .cout(c2));
    adder_1bit fa2  (.a(a[2]),  .b(b[2]),  .cin(c2),     .sum(sum[2]),  .cout(c3));
    adder_1bit fa3  (.a(a[3]),  .b(b[3]),  .cin(c3),     .sum(sum[3]),  .cout(c4));
    adder_1bit fa4  (.a(a[4]),  .b(b[4]),  .cin(c4),     .sum(sum[4]),  .cout(c5));
    adder_1bit fa5  (.a(a[5]),  .b(b[5]),  .cin(c5),     .sum(sum[5]),  .cout(c6));
    adder_1bit fa6  (.a(a[6]),  .b(b[6]),  .cin(c6),     .sum(sum[6]),  .cout(c7));
    adder_1bit fa7  (.a(a[7]),  .b(b[7]),  .cin(c7),     .sum(sum[7]),  .cout(c8));
    adder_1bit fa8  (.a(a[8]),  .b(b[8]),  .cin(c8),     .sum(sum[8]),  .cout(c9));
    adder_1bit fa9  (.a(a[9]),  .b(b[9]),  .cin(c9),     .sum(sum[9]),  .cout(c10));
    adder_1bit fa10 (.a(a[10]), .b(b[10]), .cin(c10),    .sum(sum[10]), .cout(sum[11]));
endmodule
module adder_1bit ( 
    input  a,
    input  b,
    input  cin,
    output sum,
    output cout
);
    assign sum  = a ^ b ^ cin;
    assign cout = (a & b) | (b & cin) | (a & cin);
endmodule
module adder_8bit (
    input  [7:0] a,
    input  [7:0] b,
    output [8:0] sum
);
    wire c1, c2, c3, c4, c5, c6, c7;
    adder_1bit fa0 (.a(a[0]), .b(b[0]), .cin(1'b0),   .sum(sum[0]), .cout(c1));
    adder_1bit fa1 (.a(a[1]), .b(b[1]), .cin(c1),     .sum(sum[1]), .cout(c2));
    adder_1bit fa2 (.a(a[2]), .b(b[2]), .cin(c2),     .sum(sum[2]), .cout(c3));
    adder_1bit fa3 (.a(a[3]), .b(b[3]), .cin(c3),     .sum(sum[3]), .cout(c4));
    adder_1bit fa4 (.a(a[4]), .b(b[4]), .cin(c4),     .sum(sum[4]), .cout(c5));
    adder_1bit fa5 (.a(a[5]), .b(b[5]), .cin(c5),     .sum(sum[5]), .cout(c6));
    adder_1bit fa6 (.a(a[6]), .b(b[6]), .cin(c6),     .sum(sum[6]), .cout(c7));
    adder_1bit fa7 (.a(a[7]), .b(b[7]), .cin(c7),     .sum(sum[7]), .cout(sum[8]));
endmodule
module adder_9bit (
    input  [8:0] a,
    input  [8:0] b,
    output [9:0] sum
);
    wire c1, c2, c3, c4, c5, c6, c7, c8;
    adder_1bit fa0 (.a(a[0]), .b(b[0]), .cin(1'b0),   .sum(sum[0]), .cout(c1));
    adder_1bit fa1 (.a(a[1]), .b(b[1]), .cin(c1),     .sum(sum[1]), .cout(c2));
    adder_1bit fa2 (.a(a[2]), .b(b[2]), .cin(c2),     .sum(sum[2]), .cout(c3));
    adder_1bit fa3 (.a(a[3]), .b(b[3]), .cin(c3),     .sum(sum[3]), .cout(c4));
    adder_1bit fa4 (.a(a[4]), .b(b[4]), .cin(c4),     .sum(sum[4]), .cout(c5));
    adder_1bit fa5 (.a(a[5]), .b(b[5]), .cin(c5),     .sum(sum[5]), .cout(c6));
    adder_1bit fa6 (.a(a[6]), .b(b[6]), .cin(c6),     .sum(sum[6]), .cout(c7));
    adder_1bit fa7 (.a(a[7]), .b(b[7]), .cin(c7),     .sum(sum[7]), .cout(c8));
    adder_1bit fa8 (.a(a[8]), .b(b[8]), .cin(c8),     .sum(sum[8]), .cout(sum[9]));
endmodule
module array_adder_tree (
    input             clk,
    input             rst_n,
    input      [7:0]  bank0, bank1, bank2, bank3,
                      bank4, bank5, bank6, bank7,
                      bank8, bank9, bank10, bank11,
                      bank12, bank13, bank14, bank15,
    output reg [11:0] sum
);
    wire [8:0] s1_0, s1_1, s1_2, s1_3, s1_4, s1_5, s1_6, s1_7;
    adder_8bit l1_0 (.a(bank0),  .b(bank1),  .sum(s1_0));
    adder_8bit l1_1 (.a(bank2),  .b(bank3),  .sum(s1_1));
    adder_8bit l1_2 (.a(bank4),  .b(bank5),  .sum(s1_2));
    adder_8bit l1_3 (.a(bank6),  .b(bank7),  .sum(s1_3));
    adder_8bit l1_4 (.a(bank8),  .b(bank9),  .sum(s1_4));
    adder_8bit l1_5 (.a(bank10), .b(bank11), .sum(s1_5));
    adder_8bit l1_6 (.a(bank12), .b(bank13), .sum(s1_6));
    adder_8bit l1_7 (.a(bank14), .b(bank15), .sum(s1_7));
    wire [9:0] s2_0, s2_1, s2_2, s2_3;
    adder_9bit l2_0 (.a(s1_0), .b(s1_1), .sum(s2_0));
    adder_9bit l2_1 (.a(s1_2), .b(s1_3), .sum(s2_1));
    adder_9bit l2_2 (.a(s1_4), .b(s1_5), .sum(s2_2));
    adder_9bit l2_3 (.a(s1_6), .b(s1_7), .sum(s2_3));
    wire [10:0] s3_0, s3_1;
    adder_10bit l3_0 (.a(s2_0), .b(s2_1), .sum(s3_0));
    adder_10bit l3_1 (.a(s2_2), .b(s2_3), .sum(s3_1));
    wire [11:0] s4;
    adder_11bit l4_0 (.a(s3_0), .b(s3_1), .sum(s4));
    always @(posedge clk or negedge rst_n) begin
        if (!rst_n) begin
            sum <= 12'd0;
        end else begin
            sum <= s4;
        end
    end
endmodule
```

## design/flow/run.sh

```bash
#!/bin/bash
# OpenROAD 26Q1-2900-gdf79404cd8, Yosys 0.63+post, stock flow scripts
make -C /OpenROAD-flow-scripts/flow DESIGN_CONFIG=/design/flow/config.mk WORK_HOME=/design/flow/orfs finish
```

## design/flow/config.mk

```make
export PLATFORM = sky130hd
export DESIGN_NAME = array_adder_tree
export DESIGN_NICKNAME = array_adder_tree
export VERILOG_FILES = /design/flow/design.v
export SDC_FILE = /design/flow/constraint.sdc
export NUM_CORES = 4
export LEC_CHECK = 1
export CORE_UTILIZATION = 40
```

## design/flow/constraint.sdc

```tcl
current_design array_adder_tree

set clk_period 1.0
set clk_io_pct 0.2

create_clock -name clk0 -period $clk_period [get_ports {clk}]

set non_clock_inputs [all_inputs -no_clocks]
set_input_delay [expr $clk_period * $clk_io_pct] -clock clk0 $non_clock_inputs
set_output_delay [expr $clk_period * $clk_io_pct] -clock clk0 [all_outputs]
```

==> results.sh <==
# physical design summary
export IMPL_ys_flops=12
export IMPL_largest_reg_flops=12
export IMPL_timing_fmax_mhz=173
export IMPL_vias=2191
export IMPL_worst_slew_pin_slew_ns=0.168
export IMPL_ys_warn_count=1
export IMPL_synth_cells=294
export IMPL_post_place_ws_ns=-5.52
export IMPL_regMostFlops="sum"
export IMPL_maxSlewHeadroom_pct=88.8
export IMPL_finalClockPeriodUsage_pct=578
export IMPL_n_fill_cell=650
export IMPL_path_cells="buf_6 > ha_4 > fa_2 > fa_2 > fa_2 > fa_2 > inv_2 > fa_2 > fa_2 > inv_1 > fa_2 > fa_2 > inv_2 > fa_2 > fa_2 > fa_2 > fa_2 > inv_2 > fa_2"
export IMPL_synth_chip_area_sq_um=3380
export IMPL_port_buffers=141
export IMPL_clk_pin_slew_worst_paths_ns=0.05
export IMPL_warnings=29
export IMPL_fp_util_pct=41.3
export IMPL_synth_top_cell_by_area="fa_1"
export IMPL_hold_path_class="primary input to asynchronous set/reset pin"
export IMPL_antenna_found_initial=0
export IMPL_use_met3_pct=2.39
export IMPL_reg_largest_list="sum x12"
export IMPL_use_met2_pct=25.7
export IMPL_crit_path_end_kind="register"
export IMPL_top_cell_area_share_pct=68.8
export IMPL_busiest_layer="met1"
export IMPL_die_area_sq_um=8810
export IMPL_startpoint_type="primary input"
export IMPL_grt_overflow=0
export IMPL_setup_tns_ns=-37.05
export IMPL_slowest_stage="fa_2"
export IMPL_die_h_um=93.9
export IMPL_crit_required_ns=1.12
export IMPL_antenna_cells=0
export IMPL_finalNonFillerCells=545
export IMPL_p_leak_uw=0.00242
export IMPL_whs_ns=0.263
export IMPL_track_usage_pct=16.0
export IMPL_cts_root_buf="clkbuf_8"
export IMPL_report_final_slew_viol_count=0
export IMPL_place_gp_congestion=0.763
export IMPL_syn_cell_area_sq_um=3380
export IMPL_firstDrtPassIters=3
export IMPL_path_max_fanout=1
export IMPL_drive_gt1_share_pct=39.8
export IMPL_drt_iter0_drc=21
export IMPL_power_density_nw_per_um2=2640
export IMPL_drt_total_wl_um=5720
export IMPL_vias_per_cell=4.02
export IMPL_die_w_um=93.9
export IMPL_dpl_hpwl_um=5910
export IMPL_critical_path_class="primary input to register"
export IMPL_wire_per_inst_um=10.5
export IMPL_areaGrowthSynthToFinish_pct=58.7
export IMPL_synth_cell_types=4
export IMPL_antenna_left=0
export IMPL_row_count=33
export IMPL_io_pins=142
export IMPL_setup_viol=12
export IMPL_cts_num_sinks=12
export IMPL_hold_violations=0
export IMPL_finalCriticalPeriod_ns=5.78
export IMPL_maxCapViolCount=0
export IMPL_ys_cells=294
export IMPL_syn_area_per_cell_sq_um=11.5
export IMPL_peakVddDrop_mv=3.96
export IMPL_rsz0062_at_grt="yes"
export IMPL_synthTopCellsByArea="fa_1, inv_1, dfrtp_1"
export IMPL_grt_max_degree=13
export IMPL_worstPathArrival_ns=5.89
export IMPL_grt_use_met1_pct=27.1
export IMPL_post_route_util_pct=65.6
export IMPL_cts_tree="built"
export IMPL_cp_common_cell="fa_2"
export IMPL_violations="setup timing"
export IMPL_cts_buffers=3
export IMPL_design_core_area_sq_um=8180
export IMPL_dpl_cell_count=541
export IMPL_synth_seq_share_pct=8.89
export IMPL_outcome="finished, violations left"
export IMPL_grt_pass1_wl_um=9960
export IMPL_cpPeakStageDelay_ns=0.54
export IMPL_cts_buffer_depth=2
export IMPL_grt_pass1_vias=2324
export IMPL_fin_ws_ns=-4.78
export IMPL_htree_levels=1
export IMPL_drc_errors=0
[stage by stage]
step / instance area, sq um / power, uW
CTS: 5360 / 14300
global placement: 5310 / 13000
detailed placement: 5310 / 13500
global route: 5360 / 16700
finish: 5360 / 14200
floorplan: 3760 / 10400
[cells in the final DEF, fill, tap and decap left out, types with 4 or more instances in the layout]
cell type / instances
fa_2: 94
ha_4: 15
dfrtp_1: 12
dlygate4sd2_1: 16
inv_1: 115
fa_1: 22
clkbuf_8: 4
clkdlybuf4s50_1: 97
inv_2: 36
buf_6: 16
clkbuf_2: 6
[worst max-delay path: cells and delay by family]
kind       cells  cell delay [ns]
fa+ha+maj     14             5.38
buf+inv        5             0.30
[worst paths after layout]
kind / startpoint / endpoint / slack, ns / cells past startpoint
setup / recovery: bank8[0] / sum[10]$_DFF_PN0_ / -4.78 / 19
hold / removal: rst_n / sum[10]$_DFF_PN0_ / 0.26 / 2
max in group asynchronous: rst_n / sum[2]$_DFF_PN0_ / 0.58 / 2
min in group clk0: bank14[0] / sum[0]$_DFF_PN0_ / 0.54 / 5
[synthesized netlist by cell type]
master	instances
inv_1	151
fa_1	116
dfrtp_1	12
ha_1	15
[kinds of logic after synthesis]
group	after synthesis	synth area share, %
DFF	12	8.89
buffers and inverters	151	16.8
adders and majority gates	131	74.3
[timing repair]
| action | 4_1_cts | 5_1_grt |
|---|---|---|
| gates resized | 150 | 26 |
| pin swaps | 56 | 27 |
| hold buffers | 0 | 0 |
| cloned | 0 | 0 |
| endpoints found under the setup margin | 24 | 18 |
| setup buffers | 0 | 0 |
[layout make-up]
class	instances	area, sq um	area share (%)
Multi-Input combinational cell	131	2930	54.7
Timing Repair Buffer	142	1370	25.6
Sequential cell	12	300	5.60
Tap cell	105	131	2.45
Clock buffer	4	55.1	1.03
Inverter	151	567	10.6
[power breakdown]
group	internal [uW]	switching [uW]
clock network	348	181
logic	6340	6090
registers	1110	99.6
total	7810	6370
[metal layers]
layer  up-vias  part of all wire, %
met2        51                   57
met1      1100                   38
li1       1038                    -
met5         -                    0
met3         2                  5.2
met4         0                 0.33
Power and IR drop assume default switching activity.
