File: ./run.sh
#!/bin/bash
# OpenROAD 26Q1-2900-gdf79404cd8, Yosys 0.63+post, stock flow scripts
make -C /OpenROAD-flow-scripts/flow DESIGN_CONFIG=/design/flow/config.mk WORK_HOME=/design/flow/orfs finish
File: ./config.mk
export PLATFORM = sky130hd
export DESIGN_NAME = verilog_adder_tree
export DESIGN_NICKNAME = verilog_adder_tree
export VERILOG_FILES = /design/flow/design.v
export SDC_FILE = /design/flow/constraint.sdc
export NUM_CORES = 4
export LEC_CHECK = 1
export CORE_UTILIZATION = 50
File: ./constraint.sdc
current_design verilog_adder_tree

set clk_period 6.5
set clk_io_pct 0.2

create_clock -name clk0 -period $clk_period [get_ports {clk}]

set non_clock_inputs [all_inputs -no_clocks]
set_input_delay [expr $clk_period * $clk_io_pct] -clock clk0 $non_clock_inputs
set_output_delay [expr $clk_period * $clk_io_pct] -clock clk0 [all_outputs]
File: ./design.v
module verilog_adder_tree (
    input             clk,
    input             rst_n,
    input      [7:0]  bank0, bank1, bank2, bank3,
                      bank4, bank5, bank6, bank7,
                      bank8, bank9, bank10, bank11,
                      bank12, bank13, bank14, bank15,
    output reg [11:0] sum
);
    reg [7:0] din0, din1, din2, din3;
    reg [7:0] din4, din5, din6, din7;
    reg [7:0] din8, din9, din10, din11;
    reg [7:0] din12, din13, din14, din15;
    always @(posedge clk or negedge rst_n) begin
        if (!rst_n) begin
            din0  <= 8'd0;  din1  <= 8'd0;  din2  <= 8'd0;  din3  <= 8'd0;
            din4  <= 8'd0;  din5  <= 8'd0;  din6  <= 8'd0;  din7  <= 8'd0;
            din8  <= 8'd0;  din9  <= 8'd0;  din10 <= 8'd0;  din11 <= 8'd0;
            din12 <= 8'd0;  din13 <= 8'd0;  din14 <= 8'd0;  din15 <= 8'd0;
        end else begin
            din0  <= bank0;   din1  <= bank1;   din2  <= bank2;   din3  <= bank3;
            din4  <= bank4;   din5  <= bank5;   din6  <= bank6;   din7  <= bank7;
            din8  <= bank8;   din9  <= bank9;   din10 <= bank10; din11 <= bank11;
            din12 <= bank12;  din13 <= bank13;  din14 <= bank14; din15 <= bank15;
        end
    end
    wire [8:0] s1_0, s1_1, s1_2, s1_3, s1_4, s1_5, s1_6, s1_7;
    verilog_adder_8bit l1_0 (.a(din0),  .b(din1),  .sum(s1_0));
    verilog_adder_8bit l1_1 (.a(din2),  .b(din3),  .sum(s1_1));
    verilog_adder_8bit l1_2 (.a(din4),  .b(din5),  .sum(s1_2));
    verilog_adder_8bit l1_3 (.a(din6),  .b(din7),  .sum(s1_3));
    verilog_adder_8bit l1_4 (.a(din8),  .b(din9),  .sum(s1_4));
    verilog_adder_8bit l1_5 (.a(din10), .b(din11), .sum(s1_5));
    verilog_adder_8bit l1_6 (.a(din12), .b(din13), .sum(s1_6));
    verilog_adder_8bit l1_7 (.a(din14), .b(din15), .sum(s1_7));
    wire [9:0] s2_0, s2_1, s2_2, s2_3;
    verilog_adder_9bit l2_0 (.a(s1_0), .b(s1_1), .sum(s2_0));
    verilog_adder_9bit l2_1 (.a(s1_2), .b(s1_3), .sum(s2_1));
    verilog_adder_9bit l2_2 (.a(s1_4), .b(s1_5), .sum(s2_2));
    verilog_adder_9bit l2_3 (.a(s1_6), .b(s1_7), .sum(s2_3));
    wire [10:0] s3_0, s3_1;
    verilog_adder_10bit l3_0 (.a(s2_0), .b(s2_1), .sum(s3_0));
    verilog_adder_10bit l3_1 (.a(s2_2), .b(s2_3), .sum(s3_1));
    wire [11:0] s4;
    verilog_adder_11bit l4_0 (.a(s3_0), .b(s3_1), .sum(s4));
    always @(posedge clk or negedge rst_n) begin
        if (!rst_n) begin
            sum <= 12'd0;
        end else begin
            sum <= s4;
        end
    end
endmodule
module verilog_adder_8bit (
    input  [7:0] a,
    input  [7:0] b,
    output [8:0] sum
);
    wire c1, c2, c3, c4, c5, c6, c7;
    verilog_full_adder fa0 (.a(a[0]), .b(b[0]), .cin(1'b0),   .sum(sum[0]), .cout(c1));
    verilog_full_adder fa1 (.a(a[1]), .b(b[1]), .cin(c1),     .sum(sum[1]), .cout(c2));
    verilog_full_adder fa2 (.a(a[2]), .b(b[2]), .cin(c2),     .sum(sum[2]), .cout(c3));
    verilog_full_adder fa3 (.a(a[3]), .b(b[3]), .cin(c3),     .sum(sum[3]), .cout(c4));
    verilog_full_adder fa4 (.a(a[4]), .b(b[4]), .cin(c4),     .sum(sum[4]), .cout(c5));
    verilog_full_adder fa5 (.a(a[5]), .b(b[5]), .cin(c5),     .sum(sum[5]), .cout(c6));
    verilog_full_adder fa6 (.a(a[6]), .b(b[6]), .cin(c6),     .sum(sum[6]), .cout(c7));
    verilog_full_adder fa7 (.a(a[7]), .b(b[7]), .cin(c7),     .sum(sum[7]), .cout(sum[8]));
endmodule
module verilog_adder_9bit (
    input  [8:0] a,
    input  [8:0] b,
    output [9:0] sum
);
    wire c1, c2, c3, c4, c5, c6, c7, c8;
    verilog_full_adder fa0 (.a(a[0]), .b(b[0]), .cin(1'b0),   .sum(sum[0]), .cout(c1));
    verilog_full_adder fa1 (.a(a[1]), .b(b[1]), .cin(c1),     .sum(sum[1]), .cout(c2));
    verilog_full_adder fa2 (.a(a[2]), .b(b[2]), .cin(c2),     .sum(sum[2]), .cout(c3));
    verilog_full_adder fa3 (.a(a[3]), .b(b[3]), .cin(c3),     .sum(sum[3]), .cout(c4));
    verilog_full_adder fa4 (.a(a[4]), .b(b[4]), .cin(c4),     .sum(sum[4]), .cout(c5));
    verilog_full_adder fa5 (.a(a[5]), .b(b[5]), .cin(c5),     .sum(sum[5]), .cout(c6));
    verilog_full_adder fa6 (.a(a[6]), .b(b[6]), .cin(c6),     .sum(sum[6]), .cout(c7));
    verilog_full_adder fa7 (.a(a[7]), .b(b[7]), .cin(c7),     .sum(sum[7]), .cout(c8));
    verilog_full_adder fa8 (.a(a[8]), .b(b[8]), .cin(c8),     .sum(sum[8]), .cout(sum[9]));
endmodule
module verilog_adder_10bit (
    input  [9:0] a,
    input  [9:0] b,
    output [10:0] sum
);
    wire c1, c2, c3, c4, c5, c6, c7, c8, c9;
    verilog_full_adder fa0 (.a(a[0]), .b(b[0]), .cin(1'b0),   .sum(sum[0]), .cout(c1));
    verilog_full_adder fa1 (.a(a[1]), .b(b[1]), .cin(c1),     .sum(sum[1]), .cout(c2));
    verilog_full_adder fa2 (.a(a[2]), .b(b[2]), .cin(c2),     .sum(sum[2]), .cout(c3));
    verilog_full_adder fa3 (.a(a[3]), .b(b[3]), .cin(c3),     .sum(sum[3]), .cout(c4));
    verilog_full_adder fa4 (.a(a[4]), .b(b[4]), .cin(c4),     .sum(sum[4]), .cout(c5));
    verilog_full_adder fa5 (.a(a[5]), .b(b[5]), .cin(c5),     .sum(sum[5]), .cout(c6));
    verilog_full_adder fa6 (.a(a[6]), .b(b[6]), .cin(c6),     .sum(sum[6]), .cout(c7));
    verilog_full_adder fa7 (.a(a[7]), .b(b[7]), .cin(c7),     .sum(sum[7]), .cout(c8));
    verilog_full_adder fa8 (.a(a[8]), .b(b[8]), .cin(c8),     .sum(sum[8]), .cout(c9));
    verilog_full_adder fa9 (.a(a[9]), .b(b[9]), .cin(c9),     .sum(sum[9]), .cout(sum[10]));
endmodule
module verilog_adder_11bit (
    input  [10:0] a,
    input  [10:0] b,
    output [11:0] sum
);
    wire c1, c2, c3, c4, c5, c6, c7, c8, c9, c10;
    verilog_full_adder fa0  (.a(a[0]),  .b(b[0]),  .cin(1'b0),   .sum(sum[0]),  .cout(c1));
    verilog_full_adder fa1  (.a(a[1]),  .b(b[1]),  .cin(c1),     .sum(sum[1]),  .cout(c2));
    verilog_full_adder fa2  (.a(a[2]),  .b(b[2]),  .cin(c2),     .sum(sum[2]),  .cout(c3));
    verilog_full_adder fa3  (.a(a[3]),  .b(b[3]),  .cin(c3),     .sum(sum[3]),  .cout(c4));
    verilog_full_adder fa4  (.a(a[4]),  .b(b[4]),  .cin(c4),     .sum(sum[4]),  .cout(c5));
    verilog_full_adder fa5  (.a(a[5]),  .b(b[5]),  .cin(c5),     .sum(sum[5]),  .cout(c6));
    verilog_full_adder fa6  (.a(a[6]),  .b(b[6]),  .cin(c6),     .sum(sum[6]),  .cout(c7));
    verilog_full_adder fa7  (.a(a[7]),  .b(b[7]),  .cin(c7),     .sum(sum[7]),  .cout(c8));
    verilog_full_adder fa8  (.a(a[8]),  .b(b[8]),  .cin(c8),     .sum(sum[8]),  .cout(c9));
    verilog_full_adder fa9  (.a(a[9]),  .b(b[9]),  .cin(c9),     .sum(sum[9]),  .cout(c10));
    verilog_full_adder fa10 (.a(a[10]), .b(b[10]), .cin(c10),    .sum(sum[10]), .cout(sum[11]));
endmodule
module verilog_full_adder (
    input  a,
    input  b,
    input  cin,
    output sum,
    output cout
);
    assign sum  = a ^ b ^ cin;
    assign cout = (a & b) | (cin & (a ^ b));
endmodule
==> Slide: Implementation Results <==
Key Metrics from the Run

Global route
  – GR Util All Layers: 0.195
  – Initial antenna violation count: 0
  – Vias in the first global route: 3849
  – Largest net degree at the start of global routing: 77
  – First-pass GRT wire length: 17900 µm
  – Aggregate global routing overflow: 0

Yosys
  – Yosys chip area: 0.00656 mm²
  – Area leader share: 0.534
  – Yosys top cell by area: dfrtp_1
  – Synth warnings: 1
  – Cells after Synth: 417
  – Yosys cell count: 417
  – Mapped Area: 0.00656 mm²
  – Top area cell types: dfrtp_1 (53%), fa_1 (35%), inv_1 (8.4%)
  – Sequential share of the synthesized area: 0.534
  – Mean post-synth cell area: 15.7 µm²
  – Synth cell types: 4
  – Register bit total from synthesis: 140

Worst setup path
  – Startpoint Class: flip-flop
  – Crit path cell chain: ha_1, fa_2, fa_2, fa_2, inv_1, fa_2, fa_2, fa_1, fa_2, inv_1, fa_2, fa_1, fa_1, inv_1, fa_1, fa_1, inv_1, fa_1
  – CP max stage delay: 0.57 ns
  – Slowest-stage cell, CP: fa_2
  – CP arrival: 6.57 ns
  – Critical path's top delay family: adder cells
  – Worst-path maximum fanout: 1
  – Worst setup EP type: flip-flop
  – WP data required: 6.78 ns
  – Crit-path most repeated cell: fa_2
  – Critical path buffers and inverters: 4
  – Critical path class: flip-flop to flip-flop

CTS
  – Root Buffer: clkbuf_16
  – Late-Pin Clk Latency: 0.41 ns
  – Max clock buf depth: 2
  – Clock Sinks: 140
  – H-tree levels: 4
  – Clock transition at path regs: 0.06 ns
  – Num CTS Buffers: 17
  – CTS tree: done
  – # Post-CTS Setup Buffers: 0

Die
  – DIE AREA: 0.0136 mm²
  – Core Rows: 41
  – Core ar.: 0.0127 mm²
  – Die x size: 117 µm
  – Die Y-Extent: 117 µm
  – Boundary Pins: 142
  – Initial core utilization: 0.516

Pwr
  – Sw Share: 0.332
  – Power per cell area: 427 mW/mm²
  – VDD IR max: 0.377 mV
  – Total chip power: 3.82 mW
  – Internal power: 2.55 mW
  – Static Leak: 4.19 nW
  – Clk pwr share: 0.267
  – Share of power burned in registers: 0.273
  – Sw Pwr: 1.27 mW
  – Combinational power share: 0.459

Timing
  – Fin. max-slew vios: 0
  – Tightest Pin Transition: 0.766 ns
  – Final setup violation count: 0
  – Final worst-path cycle share: 0.968
  – Fmax: 0.159 GHz
  – Worst-case clock skew: 0.00517 ns
  – Hold Violations, Final: 0
  – Slew Limit Headroom: 0.489
  – Final Critical Period: 6.29 ns

Route
  – Vias/cell: 4.17
  – DRC violations left: 0
  – First-pass DRT Iterations: 2
  – Vias: 3184
  – Remaining antenna violation count: 0
  – DRT Wirelength: 10200 µm
  – WL/cell: 13.4 µm
  – N_diodes: 0
  – Detailed Route Iter0 Violations: 64

Finish
  – Synth-to-Final Area Change: 36.2%
  – Fraction of layout instances using a drive strength above 1: 0.124
  – Fill cells: 871
  – Post-route insts no fill: 763

Run
  – Max-cap violations: 0
  – Tool warnings: 26

Run status
  – Status: completed

Place
  – Placed Instances: 731
  – Routability congestion estimate from global placement: 0.793
  – IO buf count: 141
  – HPWL after DPL: 8070 µm

Hold path
  – Class of the worst hold path: flip-flop to flip-flop
## timing repair
action / CTS / global route
endpoints found under the setup margin: 1 / 2
hold buffers: 0 / 0
pin swaps: 1 / 6
gates resized: 12 / 24
## logic make-up (layout without fill, tap and decap cells)
group | after synthesis | count (layout) | synth area share
buf+inv | 146 | 320 | 0.0835
flops | 140 | 140 | 0.534
fa+ha+maj | 131 | 131 | 0.383
## state kept, by name, indices dropped and copies added, names as in the netlist
name	cells
din0	8
din1	8
din10	8
din11	8
din12	8
din13	8
din14	8
din15	8
din2	8
din3	8
din4	8
din5	8
din6	8
din7	8
din8	8
din9	8
sum	12
## power by group through the flow
stage / Sequential (mW) / Clock, mW / Combinational, mW
after CTS: 1.04 / 1.04 / 1.81
after global routing: 1.05 / 1.09 / 2.18
final: 1.04 / 1.02 / 1.75
## path summary, 6_finish.rpt
path / from / endpoint / slack [ns] / cells after the start
worst max-delay path: din8[0] / sum[10] / 0.21 / 18
worst min-delay path: din1[0] / sum[0] / 0.86 / 4
worst max register to register: din8[0] / sum[10] / 0.21 / 18
worst min register to register: din1[0] / sum[0] / 0.86 / 4
max in group asynchronous: rst_n / din2[7] / 4.35 / 2
min in group asynchronous: rst_n / din6[0] / 0.89 / 1
## final cells by class
| cell class | instances | area, µm² | area share |
|---|---|---|---|
| inverter | 146 | 548 | 0.0613 |
| timing repair buffer | 142 | 1420 | 0.159 |
| tap | 172 | 215 | 0.0241 |
| sequential | 140 | 3500 | 0.392 |
| clock buffer | 21 | 480 | 0.0538 |
| clock inverter | 11 | 164 | 0.0183 |
| multi-input combinational | 131 | 2610 | 0.292 |
## cell usage in the layout (no fill, tap or decap), drive strengths merged
cell type	synthesis	layout
inv	146	146
clkinvlp	0	2
clkbuf	0	21
dfrtp	140	140
fa	116	116
buf	0	2
ha	15	15
clkdlybuf4s50	0	140
clkinv	0	5
bufinv	0	4
## layer usage
metal,global-route usage,wire length (µm),part of all wire
met5,0,0,0
met4,0.0194,99,0.0097
met3,0.0618,735,0.072
met2,0.312,5510,0.54
met1,0.305,3890,0.38
## worst min-delay path, delay by kind of cell (launching register included)
kind                       cells  cell delay, ns
adders and majority gates      4            0.50
DFF                            1            0.33
## synth_stat cells
library cell and number:
dfrtp_1 140, fa_1 116, ha_1 15, inv_1 146
## stage by stage
step,cell area [µm²],hold slack (ns),setup TNS (ns),util,setup WS [ns]
after detailed placement,8200,0.877,-0.140,0.645,-0.140
after CTS,8880,0.889,0,0.698,0.0342
after floorplan,6570,0.774,0,-,0.0296
final,8940,0.863,0,0.703,0.211
after global routing,8940,0.918,-0.0191,0.703,-0.0191
after global placement,8200,0.849,-0.103,0.645,-0.103
Power and IR drop assume default switching activity.
